===== flow/design.v =====
`timescale 1ns / 1ps
module mat_mult_1632_system(
    input clk,
    input reset,
    input start,
    output reg [9:0] addr_a,  
    input signed [15:0] data_a,
    output reg [10:0] addr_b,  
    input signed [15:0] data_b,
    output reg [8:0] addr_c,  
    output reg signed [31:0] data_c,
    output reg we_c,
    output reg done
);
    parameter [5:0] ROWS_A = 16;      
    parameter [6:0] COLS_A = 49;      
    parameter [5:0] COLS_B = 32;      
    parameter [3:0] BLK_SIZE = 7;     
    parameter [3:0] NUM_BLKS = 7;     
    reg signed [15:0] internal_mem_a [0:48];  
    reg signed [15:0] internal_mem_b [0:48];  
    parameter IDLE       = 4'd0;   
    parameter LOAD_A_B   = 4'd1;    
    parameter LOAD_B     = 4'd2;    
    parameter READ       = 4'd3;    
    parameter MUL        = 4'd4;   
    parameter SUM        = 4'd5;   
    parameter ACC        = 4'd6;   
    parameter WRITE      = 4'd7;    
    parameter DONE       = 4'd8;   
    reg [3:0] current_state, next_state;
    reg [5:0] load_k;   
    reg [4:0] row_i;    
    reg [5:0] col_j;    
    reg [2:0] blk_k;    
    reg signed [15:0] a_reg [0:6];       
    reg signed [15:0] b_reg [0:6];       
    reg signed [31:0] product_reg [0:6]; 
    reg signed [31:0] sum_reg;           
    reg signed [31:0] acc_reg;           
    wire signed [31:0] p0, p1, p2, p3, p4, p5, p6;
    assign p0 = a_reg[0] * b_reg[0];
    assign p1 = a_reg[1] * b_reg[1];
    assign p2 = a_reg[2] * b_reg[2];
    assign p3 = a_reg[3] * b_reg[3];
    assign p4 = a_reg[4] * b_reg[4];
    assign p5 = a_reg[5] * b_reg[5];
    assign p6 = a_reg[6] * b_reg[6];
    wire signed [31:0] sum_products;
    assign sum_products = product_reg[0] + product_reg[1] + product_reg[2] + product_reg[3] + 
                          product_reg[4] + product_reg[5] + product_reg[6];
    wire signed [31:0] next_acc;
    assign next_acc = acc_reg + sum_reg;
    wire [5:0] idx_base;
    assign idx_base = blk_k * BLK_SIZE; 
    wire [5:0] next_load_k;
    assign next_load_k = load_k + 1;
    wire [9:0] addr_a_next_load;
    wire [10:0] addr_b_next_load;
    assign addr_a_next_load = row_i * COLS_A + next_load_k;
    assign addr_b_next_load = next_load_k * COLS_B + col_j;
    wire [4:0] next_row_i;
    wire [5:0] next_col_j;
    assign next_row_i = row_i + 1;
    assign next_col_j = col_j + 1;
    wire [10:0] addr_b_start_next_col; 
    assign addr_b_start_next_col = next_col_j; 
    wire [9:0] addr_a_start_next_row; 
    wire [10:0] addr_b_start_next_row; 
    assign addr_a_start_next_row = next_row_i * COLS_A;
    assign addr_b_start_next_row = 0;
    wire [8:0] addr_c_calc;
    assign addr_c_calc = row_i * COLS_B + col_j;
    wire [2:0] next_blk_k;
    assign next_blk_k = blk_k + 1;
    always @(posedge clk or posedge reset) begin
        if (reset) current_state <= IDLE;
        else current_state <= next_state;
    end
    always @(*) begin
        case (current_state)
            IDLE: begin
                if (start) next_state = LOAD_A_B;
                else next_state = IDLE;
            end
            LOAD_A_B: begin
                if (load_k == COLS_A - 1) next_state = READ; 
                else next_state = LOAD_A_B;
            end
            LOAD_B: begin
                if (load_k == COLS_A - 1) next_state = READ; 
                else next_state = LOAD_B;
            end
            READ: next_state = MUL;
            MUL: next_state = SUM;
            SUM: next_state = ACC;
            ACC: begin
                if (blk_k == NUM_BLKS - 1) next_state = WRITE;
                else next_state = READ;
            end
            WRITE: begin
                if (col_j == COLS_B - 1) begin 
                    if (row_i == ROWS_A - 1) next_state = DONE;
                    else next_state = LOAD_A_B;  
                end else begin
                    next_state = LOAD_B;         
                end
            end
            DONE: next_state = IDLE;
            default: next_state = IDLE;
        endcase
    end
    always @(posedge clk or posedge reset) begin
        if (reset) begin
            addr_a <= 0; addr_b <= 0; addr_c <= 0;
            data_c <= 0; we_c <= 0; done <= 0;
            row_i <= 0; col_j <= 0; blk_k <= 0;
            load_k <= 0;
            acc_reg <= 0; sum_reg <= 0;
            a_reg[0]<=0; a_reg[1]<=0; a_reg[2]<=0; a_reg[3]<=0; a_reg[4]<=0; a_reg[5]<=0; a_reg[6]<=0;
            b_reg[0]<=0; b_reg[1]<=0; b_reg[2]<=0; b_reg[3]<=0; b_reg[4]<=0; b_reg[5]<=0; b_reg[6]<=0;
            product_reg[0]<=0; product_reg[1]<=0; product_reg[2]<=0; product_reg[3]<=0;
            product_reg[4]<=0; product_reg[5]<=0; product_reg[6]<=0;
        end else begin
            we_c <= 0; 
            done <= 0;
            case (current_state)
                IDLE: begin
                    row_i <= 0; col_j <= 0; blk_k <= 0;
                    load_k <= 0;
                    acc_reg <= 0;
                    done <= 0;
                    addr_a <= 0; 
                    addr_b <= 0;
                end
                LOAD_A_B: begin
                    if (load_k < COLS_A) begin
                        internal_mem_a[load_k] <= data_a; 
                        internal_mem_b[load_k] <= data_b; 
                        load_k <= next_load_k; 
                        if (load_k < COLS_A - 1) begin
                            addr_a <= addr_a_next_load;
                            addr_b <= addr_b_next_load;
                        end
                    end
                end
                LOAD_B: begin
                     if (load_k < COLS_A) begin
                        internal_mem_b[load_k] <= data_b; 
                        load_k <= next_load_k; 
                        if (load_k < COLS_A - 1) begin
                            addr_b <= addr_b_next_load;
                        end
                    end
                end
                READ: begin
                    a_reg[0] <= internal_mem_a[idx_base + 0];
                    a_reg[1] <= internal_mem_a[idx_base + 1];
                    a_reg[2] <= internal_mem_a[idx_base + 2];
                    a_reg[3] <= internal_mem_a[idx_base + 3];
                    a_reg[4] <= internal_mem_a[idx_base + 4];
                    a_reg[5] <= internal_mem_a[idx_base + 5];
                    a_reg[6] <= internal_mem_a[idx_base + 6];
                    b_reg[0] <= internal_mem_b[idx_base + 0];
                    b_reg[1] <= internal_mem_b[idx_base + 1];
                    b_reg[2] <= internal_mem_b[idx_base + 2];
                    b_reg[3] <= internal_mem_b[idx_base + 3];
                    b_reg[4] <= internal_mem_b[idx_base + 4];
                    b_reg[5] <= internal_mem_b[idx_base + 5];
                    b_reg[6] <= internal_mem_b[idx_base + 6];
                end
                MUL: begin
                    product_reg[0] <= p0;
                    product_reg[1] <= p1;
                    product_reg[2] <= p2;
                    product_reg[3] <= p3;
                    product_reg[4] <= p4;
                    product_reg[5] <= p5;
                    product_reg[6] <= p6;
                end
                SUM: begin
                    sum_reg <= sum_products;
                end
                ACC: begin
                    acc_reg <= next_acc;
                    blk_k <= next_blk_k;
                end
                WRITE: begin
                    addr_c <= addr_c_calc;
                    data_c <= acc_reg;
                    we_c <= 1;
                    acc_reg <= 0;
                    blk_k <= 0;
                    load_k <= 0; 
                    if (col_j == COLS_B - 1) begin
                        col_j <= 0;
                        if (row_i < ROWS_A - 1) begin
                            row_i <= next_row_i;
                            addr_a <= addr_a_start_next_row;
                            addr_b <= addr_b_start_next_row;
                        end
                    end else begin
                        col_j <= next_col_j;
                        addr_b <= addr_b_start_next_col;
                    end
                end
                DONE: done <= 1;
            endcase
        end
    end
endmodule

===== flow/run.sh =====
#!/bin/bash
# OpenROAD 26Q1-2900-gdf79404cd8, Yosys 0.63+post, stock flow scripts
make -C /OpenROAD-flow-scripts/flow DESIGN_CONFIG=/design/flow/config.mk WORK_HOME=/design/flow/orfs finish

===== flow/config.mk =====
export PLATFORM = sky130hd
export DESIGN_NAME = mat_mult_1632_system
export DESIGN_NICKNAME = mat_mult_1632_system
export VERILOG_FILES = /design/flow/design.v
export SDC_FILE = /design/flow/constraint.sdc
export NUM_CORES = 4
export LEC_CHECK = 1
export CORE_UTILIZATION = 50

===== flow/constraint.sdc =====
current_design mat_mult_1632_system

set clk_period 21.9
set clk_io_pct 0.2

create_clock -name clk0 -period $clk_period [get_ports {clk}]

set non_clock_inputs [all_inputs -no_clocks]
set_input_delay [expr $clk_period * $clk_io_pct] -clock clk0 $non_clock_inputs
set_output_delay [expr $clk_period * $clk_io_pct] -clock clk0 [all_outputs]

==> run summary <==
status: aborted with a tool error
failing step: 5_1_grt
Run Error: [ERROR GRT-0116] Global routing finished with congestion. Check the congestion regions in the DRC Viewer.
Top cell area share: 22.5%
die x size: 649 um
setup bufs post-CTS: 0
TritonCTS buffer count: 271
clock buffer depth: 4
GRT overflow: 37,100
Yosys Chip Area: 0.209 mm2
Mapped Cells: 21,500
PortBufs: 98
CTS H-tree lvls: 5
CTS resizes: 0
Ports: 99
Hold-fix buffers, CTS: 0
Mapped Area: 0.209 mm2
yosys stat cell total: 21,500
Unique cell types: 94
Post-synth ARST share: 27.8%
Chip Height: 649 um
Pre-Place Util: 50.2%
row cnt: 237
most used flip-flop cell: edfxtp_1
Synth warnings: 6
root buf cell: clkbuf_16
Post-synth EDFFs: 1,568
global-route wire length before repair: 2,900,000 um
Syn Area/Cell: 9.72 um2
post-synth top area cell: edfxtp_1
hpwl dp: 1,330,000 um
vias in the first global route: 283,000
Synth Seq Share: 29.7%
gr usage total: 107%
top cells by area: edfxtp_1, fa_1, a22oi_1, dfrtp_1, ha_1
gpl congestion: 1.47
largest net degree at the start of global routing: 108
flops & latches, synth: 2,173
clk sinks: 2,173
[layer usage]
| metal | GRT overflow | GRT usage (%) |
|---|---|---|
| met1 | 8305 | 107 |
| met2 | 16400 | 115 |
| met3 | 6353 | 103 |
| met4 | 5309 | 102 |
| met5 | 766 | 92.6 |
[cells in the mapped netlist (38+ instances only)]
| master | n |
|---|---|
| o31ai_1 | 38 |
| nor4_1 | 180 |
| buf_2 | 189 |
| a221oi_1 | 683 |
| nor2_1 | 893 |
| o21bai_1 | 48 |
| xnor2_1 | 267 |
| ha_1 | 699 |
| mux2_2 | 223 |
| nand3_1 | 446 |
| a211oi_1 | 39 |
| a2111oi_0 | 85 |
| clkbuf_1 | 1150 |
| and2_1 | 875 |
| nor3_1 | 283 |
| o21a_1 | 43 |
| fa_1 | 1994 |
| o21ai_0 | 257 |
| buf_1 | 185 |
| a41oi_1 | 40 |
| a222oi_1 | 234 |
| and3_1 | 114 |
| inv_1 | 2327 |
| a21o_1 | 128 |
| mux2i_1 | 181 |
| a22o_1 | 641 |
| a221o_1 | 55 |
| a22oi_1 | 3208 |
| a21oi_1 | 583 |
| nand2_1 | 1905 |
| edfxtp_1 | 1568 |
| xor2_1 | 67 |
| a31oi_1 | 167 |
| nand4_1 | 624 |
| nand2b_1 | 53 |
| dfrtp_1 | 604 |
[cells by family after synthesis]
group / count (synthesis) / share of synthesized area (%)
XOR/XNOR: 341 / 1.45
AND/OR/NAND/NOR: 5584 / 13.0
flip-flops: 2173 / 29.7
adder cells (fa/ha/maj): 2693 / 23.2
AND-OR/OR-AND: 6485 / 23.5
multiplexers: 404 / 2.06
buffers and inverters: 3862 / 7.05
[per-stage QoR]
| step | power, uW | area (um2) | worst slack [ns] | instances |
|---|---|---|---|---|
| global placement | 77000 | 227000 | 13.64 | 27200 |
| CTS | 83900 | 236000 | 14.00 | 27700 |
| detailed placement | 78300 | 227000 | 13.65 | 27200 |
| floorplan | 54700 | 209000 | 0.585 | 21500 |
Power is estimated from default activity; no workload was simulated.
