===== flow/run.sh =====
#!/bin/bash
# OpenROAD 26Q1-2900-gdf79404cd8, Yosys 0.63+post, stock flow scripts
make -C /OpenROAD-flow-scripts/flow DESIGN_CONFIG=/design/flow/config.mk WORK_HOME=/design/flow/orfs finish

===== flow/config.mk =====
export PLATFORM = sky130hd
export DESIGN_NAME = mat_mult_direct
export DESIGN_NICKNAME = mat_mult_direct
export VERILOG_FILES = /design/flow/design.v
export SDC_FILE = /design/flow/constraint.sdc
export NUM_CORES = 4
export LEC_CHECK = 1
export CORE_UTILIZATION = 30

===== flow/constraint.sdc =====
current_design mat_mult_direct

set clk_period 10.1
set clk_io_pct 0.2

create_clock -name clk0 -period $clk_period [get_ports {clk}]

set non_clock_inputs [all_inputs -no_clocks]
set_input_delay [expr $clk_period * $clk_io_pct] -clock clk0 $non_clock_inputs
set_output_delay [expr $clk_period * $clk_io_pct] -clock clk0 [all_outputs]

===== flow/design.v =====
`timescale 1ns / 1ps
module mat_mult_direct(
    input clk,
    input reset,
    input start,
    output reg [9:0] addr_a,       
    input signed [15:0] data_a,    
    output reg [10:0] addr_b,      
    input signed [15:0] data_b,    
    output reg [8:0] addr_c,       
    output reg signed [31:0] data_c,
    output reg we_c,
    output reg done
);
    parameter ROWS_A = 16;
    parameter COLS_A = 49;
    parameter COLS_B = 32;
    parameter IDLE      = 3'd0;
    parameter CALC_MUL  = 3'd1;
    parameter CALC_ADD  = 3'd2;
    parameter WRITE     = 3'd3;
    parameter DONE      = 3'd4;
    reg [2:0] current_state, next_state;
    reg [4:0] row_i;  
    reg [5:0] col_j;  
    reg [5:0] k;  
    reg signed [31:0] acc_reg;
    reg signed [31:0] mult_reg;
    wire signed [31:0] mult_res_wire;
    wire signed [31:0] acc_next_wire;
    wire [5:0] k_plus_1;
    wire [5:0] next_col_j;
    wire [4:0] next_row_i;
    wire [9:0] addr_a_next_k;
    wire [10:0] addr_b_next_k;
    wire [9:0] addr_a_next_row;
    wire [9:0] addr_a_next_col;
    wire [10:0] addr_b_next_col;
    wire [8:0] addr_c_calc;
    assign mult_res_wire = data_a * data_b;
    assign acc_next_wire = acc_reg + mult_reg;
    assign k_plus_1 = k + 1;
    assign next_col_j = col_j + 1;
    assign next_row_i = row_i + 1;
    assign addr_a_next_k   = row_i * COLS_A + k_plus_1;
    assign addr_b_next_k   = k_plus_1 * COLS_B + col_j;
    assign addr_a_next_row = next_row_i * COLS_A;
    assign addr_a_next_col = row_i * COLS_A;
    assign addr_b_next_col = next_col_j;  
    assign addr_c_calc     = row_i * COLS_B + col_j;
    always @(*) begin
        case (current_state)
            IDLE: begin
                if (start) next_state = CALC_MUL;
                else next_state = IDLE;
            end
            CALC_MUL: begin
                next_state = CALC_ADD;
            end
            CALC_ADD: begin
                if (k == COLS_A - 1) next_state = WRITE;
                else next_state = CALC_MUL;
            end
            WRITE: begin
                if (row_i == ROWS_A - 1 && col_j == COLS_B - 1) next_state = DONE;
                else next_state = CALC_MUL;
            end
            DONE: next_state = IDLE;
            default: next_state = IDLE;
        endcase
    end
    always @(posedge clk or posedge reset) begin
        if (reset) begin
            current_state <= IDLE;
            row_i <= 0; col_j <= 0; k <= 0;
            acc_reg <= 0;
            addr_a <= 0; addr_b <= 0; addr_c <= 0;
            data_c <= 0; we_c <= 0; done <= 0;
        end else begin
            current_state <= next_state;
            we_c <= 0;  
            done <= 0;
            case (current_state)
                IDLE: begin
                    row_i <= 0; col_j <= 0; k <= 0;
                    acc_reg <= 0;
                    mult_reg <= 0;
                    done <= 0;
                end
                CALC_MUL: begin
                    mult_reg <= mult_res_wire;
                end
                CALC_ADD: begin
                    acc_reg <= acc_next_wire;
                    if (k == COLS_A - 1) begin
                    end else begin
                        k <= k_plus_1;
                    end
                    if (k < COLS_A - 1) begin
                        addr_a <= addr_a_next_k;
                        addr_b <= addr_b_next_k;
                    end else begin
                        if (col_j == COLS_B - 1) begin
                             if (row_i < ROWS_A - 1) begin
                                 addr_a <= addr_a_next_row;
                                 addr_b <= 0;
                             end
                        end else begin
                             addr_a <= addr_a_next_col;
                             addr_b <= addr_b_next_col;
                        end
                    end
                end
                WRITE: begin
                    data_c <= acc_reg;
                    addr_c <= addr_c_calc;
                    we_c <= 1;
                    acc_reg <= 0;
                    k <= 0;
                    if (col_j == COLS_B - 1) begin
                        col_j <= 0;
                        if (row_i < ROWS_A - 1) row_i <= next_row_i;
                    end else begin
                        col_j <= next_col_j;
                    end
                end
                DONE: begin
                    done <= 1;
                end
            endcase
            if (current_state == IDLE && next_state == CALC_MUL) begin
                addr_a <= 0;  
                addr_b <= 0;  
                acc_reg <= 0;
                mult_reg <= 0;
                row_i <= 0; col_j <= 0; k <= 0;
            end
        end
    end
endmodule

==> results.sh <==
# flow metrics
export IMPL_antenna_found_initial=1
export IMPL_post_cts_resized=0
export IMPL_crit_path_frequent_cell="fa_1"
export IMPL_cp_num_buf_inv=2
export IMPL_clock_sinks=150
export IMPL_via_per_inst=4.695
export IMPL_cts_hold_buf=0
export IMPL_critical_path_top_delay_family="adder cells"
export IMPL_outcome="completed"
export IMPL_finalSetupTns_ns=0
export IMPL_critPathLaunchType="input pin"
export IMPL_cts_max_level=4
export IMPL_drt_total_wl_um=41750
export IMPL_end_kind="flip-flop"
export IMPL_hp_class="flip-flop to flip-flop"
export IMPL_placed_area_um2=19990
export IMPL_cts_buffer_depth=2
export IMPL_drive_above_1_share_pct=5.447
export IMPL_p_seq_share_pct=9.9
export IMPL_core_area_um2=59460
export IMPL_worst_pin_slew_ns=0.8568
export IMPL_drv_cap=0
export IMPL_synth_cell_type_count=75
export IMPL_netlist_instances=1873
export IMPL_fmax_mhz=116.8
export IMPL_seq_area_frac_synth_pct=21.49
export IMPL_p_comb_share_pct=80.2
export IMPL_dp_hpwl_um=33670
export IMPL_port_buffers=98
export IMPL_ys_flop_type="dfrtp_1"
export IMPL_p_int_w=0.003217
export IMPL_grt_pass1_wl_um=70570
export IMPL_critPathMaxStageDelay_ns=0.89
export IMPL_grt_max_degree=59
export IMPL_power_leakage_nw=9.796
export IMPL_hold_viol_final=0
export IMPL_fin_crit_sh_pct=84.78
export IMPL_drv_slew=0
export IMPL_antenna_cells=0
export IMPL_overflow=0
export IMPL_areaGrowthSynthToFinish_pct=12.84
export IMPL_ir_worst_vdd_uv=352.5
export IMPL_clockRootBuffer="clkbuf_16"
export IMPL_firstDrtPassIters=7
export IMPL_post_cts_buffers=0
export IMPL_drc=0
export IMPL_drt_initial_drc_count=665
export IMPL_critPathKind="input pin to flip-flop"
export IMPL_num_rows=89
export IMPL_rsz0062_at_grt="no"
export IMPL_numSynthFlops=150
export IMPL_fp_util_pct=30.64
export IMPL_path_clk_slew_ns=0.07
export IMPL_fin_skew_ns=0.01056
export IMPL_wl_per_cell_um=15.36
export IMPL_arrival_ns=8.75
export IMPL_ios=99
export IMPL_pwr_share_clk_pct=9.9
export IMPL_p_sw_w=0.003015
export IMPL_grt_usage_pct=14.61
export IMPL_cp_required_ns=10.28
export IMPL_clk_latency_ns=0.42
export IMPL_relSlewSlack_pct=42.76
export IMPL_finalWeightedCongestion=0.9423
export IMPL_switching_share_pct=48.39
export IMPL_edf_count=32
export IMPL_cts_made_buffers=17
export IMPL_grt_pass1_vias=13340
export IMPL_worst_path_max_delay_cell="clkdlybuf4s50_1"
export IMPL_async_reset_ff_share_pct=78.67
export IMPL_stdcell_area_um2=20560
export IMPL_die_height_um=248.4
export IMPL_worstPathMaxFanout=16
export IMPL_yosysChipArea_um2=18220
export IMPL_fin_crit_ns=8.563
export IMPL_fp_dieW_um=248.4
export IMPL_p_per_area_nw_per_um2=303.2
export IMPL_crit_path_cell_trace="clkdlybuf4s50_1, nand2_1, fa_1, inv_1, fa_1, fa_1, fa_1, fa_1, fa_1, ha_1, a21o_1, a21o_1, a21oi_1, o21ai_1, o41ai_2, o2111ai_1, a21oi_1, xnor2_1, and2_1"
export IMPL_die_area_um2=61720
export IMPL_antenna_left=0
export IMPL_warnings=28
export IMPL_setup_violations=0
export IMPL_ys_cells=1873
export IMPL_yosys_warnings=1
export IMPL_syn_avg_cell_area_um2=9.726
export IMPL_vias=12770
export IMPL_cts_tree="done"
export IMPL_syn_area_um2=18220
final cells by class:
cell class | instances | area [µm²]
clock buffers | 17 | 425.4
clock inverters | 15 | 145.1
fillers | 5864 | 38910
inverters | 308 | 1159
multi-input cells | 1349 | 12900
flip-flops and latches | 150 | 3916
well taps | 773 | 967.2
repair buffers | 107 | 1049
synthesized netlist by cell type, types with 11 or more instances:
cell type | count | area (µm²)
clkbuf_1 | 52 | 195.2
o21ai_0 | 60 | 300.3
mux2i_1 | 19 | 190.2
a21oi_1 | 69 | 345.3
and2_1 | 150 | 938.4
inv_1 | 307 | 1152
xnor2_1 | 64 | 560.5
nand2_1 | 202 | 758.2
o21ai_1 | 11 | 55.05
dfrtp_1 | 117 | 2928
and3_1 | 12 | 75.07
xor2_1 | 20 | 175.2
mux2_2 | 40 | 450.4
a211oi_1 | 12 | 90.09
fa_1 | 265 | 5305
edfxtp_1 | 32 | 960.9
ha_1 | 148 | 1852
a21o_1 | 25 | 187.7
nand2b_1 | 12 | 75.07
nand3_1 | 28 | 140.1
nor2_1 | 80 | 300.3
worst register-to-register path, cell delays in order (launching register included):
cell and delay (ns):
dfrtp_1 0.58, ha_1 0.40, and2_1 0.18, ha_1 0.30, inv_1 0.07, ha_1 0.27, inv_1 0.04, ha_1 0.29
ha_1 0.33, a31oi_1 0.21, xnor2_1 0.10, nand2_1 0.07, o21ai_0 0.08, a32oi_1 0.20, o21ai_1 0.09
cells by family after synthesis:
kind of cell / Yosys count / synth area share, %
flip-flops: 150 / 21.49
XOR/XNOR: 84 / 4.038
buffers and inverters: 374 / 7.734
multiplexers: 59 / 3.516
AND/OR/NAND/NOR: 531 / 14.28
adder cells (fa/ha/maj): 413 / 39.29
AND-OR/OR-AND: 262 / 9.657
cells in the final DEF (no fill, tap or decap), types with 12 or more instances in the layout:
master	n
fa_1	265
nand2_1	202
and3_1	12
ha_1	148
a211oi_1	12
clkbuf_16	17
xor2_1	20
and2_1	150
a21oi_1	69
clkdlybuf4s50_1	98
nand3_1	28
a21o_1	25
mux2_2	40
o21ai_0	60
dfrtp_1	116
mux2i_1	19
inv_1	306
nor2_1	79
xnor2_1	64
edfxtp_1	32
nand2b_1	12
power by group through the flow:
stage / sequential (W) / clock (W) / combinational (W)
final: 0.000616 / 0.000616 / 0.00500
after CTS: 0.000616 / 0.000630 / 0.00504
after global routing: 0.000616 / 0.000656 / 0.00578
routing by layer:
layer  vias to the layer above  track usage [%]  routed length (µm)
met2                       473            21.69               17760
met4                         2            1.934                 699
met5                         -                0                  13
met3                        51            4.602                3504
met1                      6120            22.13               19770
li1                       6119                -                   -
through the flow:
step           total power (W)  utilization [%]  worst slack (ns)  instances  hold slack [ns]
3_5_place_dp          0.005632            33.61             1.104       2687           0.3779
6_report              0.006232            34.57             1.537       2719           0.3850
4_1_cts               0.006283            34.57             1.540       2719           0.3923
5_1_grt               0.007054            34.57             1.193       2719           0.4135
2_1_floorplan         0.004639                -             2.263       1873           0.3554
3_3_place_gp          0.005589            33.61             1.175       2687           0.3737
path summary, 6_finish.rpt:
| path | startpoint | to | slack, ns | depth (start not counted) |
|---|---|---|---|---|
| min reg2reg | current_state[1] | done | 0.39 | 0 |
| max in group asynchronous | reset | acc_reg[21] | 6.54 | 4 |
| min in group asynchronous | reset | data_c[2] | 1.97 | 2 |
| min | current_state[1] | done | 0.39 | 0 |
| max | data_a[15] | mult_reg[31] | 1.54 | 19 |
| max reg2reg | row_i[0] | addr_a[9] | 6.80 | 14 |
Power is estimated from default activity; no workload was simulated.
